<file path="flow/design.v">
module placeholder #(  
    parameter DATA_WIDTH = 32,
    parameter FIFO_BUFFER_SIZE = 8
) (
    input  logic clock,
    input  logic reset,
    input  logic [DATA_WIDTH-1:0] in_dout,
    input  logic in_empty,
    output logic in_rd_en,
    output logic [DATA_WIDTH-1:0] out_left_din,
    input  logic out_left_full,
    output logic out_left_wr_en,
    output logic [DATA_WIDTH-1:0] out_right_din,
    input  logic out_right_full,
    output logic out_right_wr_en
);
typedef enum logic [1:0] {s0, s1, s2} state_t;
state_t state, state_c;
logic [DATA_WIDTH-1:0] sum, sum_c;
always_ff @(posedge clock or posedge reset) begin
    if (reset) begin
        state <= s0;
        sum <= '0;
    end else begin
        state <= state_c;
        sum <= sum_c;
    end
end
always_comb begin
    out_left_din = 'b0;
    out_right_din = 'b0;
    out_left_wr_en = 1'b0;
    out_right_wr_en = 1'b0;
    in_rd_en = 1'b0;
    sum_c = sum;
    state_c = state;
    case (state)
        s0: begin
            if (in_empty == 1'b0 && out_left_full == 1'b0 && out_right_full == 1'b0) begin
                out_left_din = in_dout;
                out_right_din = in_dout;
                in_rd_en = 1'b1;
                out_left_wr_en = 1'b1;
                out_right_wr_en = 1'b1;
            end
        end
        default: begin
            state_c = s0;
            sum_c = 'x;
        end
    endcase
end
endmodule
</file>
<file path="flow/run.sh">
#!/bin/bash
# OpenROAD 26Q1-2900-gdf79404cd8, Yosys 0.63+post, stock flow scripts
make -C /OpenROAD-flow-scripts/flow DESIGN_CONFIG=/design/flow/config.mk WORK_HOME=/design/flow/orfs finish
</file>
<file path="flow/config.mk">
export PLATFORM = sky130hd
export DESIGN_NAME = placeholder
export DESIGN_NICKNAME = placeholder
export VERILOG_FILES = /design/flow/design.v
export SDC_FILE = /design/flow/constraint.sdc
export NUM_CORES = 4
export LEC_CHECK = 1
export CORE_AREA = 10 10 70 70
export DIE_AREA = 0 0 80 80
</file>
<file path="flow/constraint.sdc">
current_design placeholder

set clk_period 1.0
set clk_io_pct 0.2

create_clock -name clk0 -period $clk_period [get_ports {clock}]

set non_clock_inputs [all_inputs -no_clocks]
set_input_delay [expr $clk_period * $clk_io_pct] -clock clk0 $non_clock_inputs
set_output_delay [expr $clk_period * $clk_io_pct] -clock clk0 [all_outputs]
</file>
==> impl_metrics.env <==
# physical design summary
export IMPL_insertedDiodeCount=0
export IMPL_place_congestion=0.726
export IMPL_cts_hold_fix_buffers=0
export IMPL_die_w_um=80
export IMPL_dieArea_um2=6400
export IMPL_clockBufferCount=0
export IMPL_ioPinCount=104
export IMPL_cap_violations=0
export IMPL_grt_pass1_wl_mm=5.84
export IMPL_hp_class="in2out"
export IMPL_io_buffer_count=102
export IMPL_netSwitchingFraction=0.373
export IMPL_grt_usage=0.110
export IMPL_synth_stat_cells=79
export IMPL_required_ns=0.80
export IMPL_postRouteWirelength_mm=3.62
export IMPL_syn_area_per_cell_um2=10.9
export IMPL_viasPerCell=4.32
export IMPL_overflow=0
export IMPL_flop_area_um2=0
export IMPL_grt_pass1_vias=1076
export IMPL_wl_met1_mm=1.46
export IMPL_drive_above_1_share=0.801
export IMPL_netlist_area_um2=862
export IMPL_grt_max_degree=17
export IMPL_path_max_fanout=6
export IMPL_worstSetupPathType="in2out"
export IMPL_combPwrFrac=1.000
export IMPL_fin_cells=207
export IMPL_dp_final_hpwl_mm=2.74
export IMPL_switchingPower_uw=250
export IMPL_drtIter0Drc=1
export IMPL_synth_cell_types=7
export IMPL_p_seq_frac=0
export IMPL_timing_hold_violations_final=0
export IMPL_layout_setup_ws_ns=-0.251
export IMPL_fp_util=0.252
export IMPL_relSlewSlack=0.853
export IMPL_pwr_share_clk=0
export IMPL_area_growth_pct=134
export IMPL_yosys_area_um2=862
export IMPL_vias=894
export IMPL_fill_cells=283
export IMPL_critPathArrivalTime_ns=1.05
export IMPL_synth_cells=79
export IMPL_largest_area_cell="nor4b_2"
export IMPL_worst_setup_path_start_kind="primary input"
export IMPL_firstDrtPassIters=2
export IMPL_p_int_uw=422
export IMPL_report_final_slew_viol_count=0
export IMPL_antenna_left=0
export IMPL_vdd_ir_drop_max_mv=0.232
export IMPL_fin_crit_sh=1.25
export IMPL_fmax_mhz=799
export IMPL_tool_warnings=32
export IMPL_fp_coreArea_um2=3420
export IMPL_p_leak_uw=0.00109
export IMPL_wl_per_cell_um=17.5
export IMPL_fp_dieH_um=80
export IMPL_crit_path_end_kind="primary output"
export IMPL_top_layer_used="met3"
export IMPL_p_per_area_nw_per_um2=333
export IMPL_placed_cells=188
export IMPL_rsz0062_at_grt="yes"
export IMPL_synthMostInstantiatedCell="buf_4"
export IMPL_ys_seq_share=0
export IMPL_worst_pin_slew_ns=0.220
export IMPL_violations="negative setup slack"
export IMPL_final_util=0.590
export IMPL_finalCriticalPeriod_ns=1.25
export IMPL_top_cells_by_count="buf_4 (38), nor4b_2 (26), buf_6 (7)"
export IMPL_setup_viol=67
export IMPL_dr_wl_met2_mm=1.66
export IMPL_n_sequential_cell=0
export IMPL_num_rows=21
export IMPL_synth_warnings=1
export IMPL_antenna_found_initial=0
export IMPL_topCellsByArea="nor4b_2 (45%), buf_4 (33%), buf_6 (9.1%), nor4b_4 (8.3%), nor4b_1 (3.0%)"
export IMPL_outcome="finished with violations"
export IMPL_synth_top_area_share=0.453
export IMPL_wl_met3_um=498
export IMPL_drc=0
[placed cells by master (no fill, tap or decap)]
cell              n
buf_2            64
nor4b_4          32
dlygate4sd2_1    23
buf_16            8
dlymetal6s2s_1    8
buf_12            8
buf_6             7
buf_4             5
buf_8             4
nor3_2            1
clkdlybuf4s50_1   1
[metrics by stage]
stage | hold WS (ns) | TNS (ns) | instance area, µm² | setup slack [ns] | total power, µW
after floorplan | 0.505 | -0.669 | 903 | -0.0235 | 248
after detailed placement | 1.07 | -41.21 | 1670 | -0.739 | 475
after global placement | 1.07 | -40.74 | 1670 | -0.692 | 475
after CTS | 0.696 | -10.49 | 1970 | -0.263 | 679
after global routing | 0.718 | -12.80 | 2020 | -0.296 | 717
final | 0.697 | -9.64 | 2020 | -0.251 | 672
[worst max-delay path, cell delays in order]
cell	delay, ns
buf_16	0.13
buf_16	0.12
buf_12	0.14
nor4b_4	0.23
buf_4	0.15
buf_2	0.08
[cell type report]
class                           count  area, µm²  share of cell area
Multi-Input combinational cell     33        771               0.382
Tap cell                           46       57.6              0.0285
Timing Repair Buffer              128       1190               0.589
[layer usage]
metal / global-route usage / up-vias
li1: - / 428
met1: 0.136 / 401
met2: 0.177 / 65
met3: 0.0580 / 0
met4: 0 / 0
met5: 0 / -
[kinds of logic (layout without fill, tap and decap cells)]
group | after synthesis | in the layout | synth area share
buf+inv | 46 | 128 | 0.428
simple gates | 33 | 33 | 0.572
[worst paths after layout]
kind | slack, ns | to | depth (start not counted) | from
max | -0.25 | out_left_din[23] | 6 | out_left_full
min | 0.70 | out_right_din[23] | 3 | in_empty
[power groups by stage]
stage / Combinational, µW / Sequential [µW] / Clock (µW)
4_1_cts: 679 / 0 / 0
5_1_grt: 717 / 0 / 0
6_report: 672 / 0 / 0
[timing repair]
action | in CTS | in global routing
hold endpoints to repair | 0 | 0
resized | 296 | 14
cloned | 5 | 0
endpoints found under the setup margin | 67 | 67
pin swaps | 21 | 14
buffers inserted | 13 | 2
No activity file was given, so power comes from the tool's default toggle rates.
